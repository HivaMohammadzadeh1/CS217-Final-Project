==> flow/run.sh <==
#!/bin/bash
# OpenROAD 26Q1-2900-gdf79404cd8, Yosys 0.63+post, stock flow scripts
make -C /OpenROAD-flow-scripts/flow DESIGN_CONFIG=/design/flow/config.mk WORK_HOME=/design/flow/orfs finish
==> flow/config.mk <==
export PLATFORM = sky130hd
export DESIGN_NAME = csa
export DESIGN_NICKNAME = csa
export VERILOG_FILES = /design/flow/design.v
export SDC_FILE = /design/flow/constraint.sdc
export NUM_CORES = 4
export LEC_CHECK = 1
export CORE_AREA = 10 10 84 84
export DIE_AREA = 0 0 94 94
==> flow/constraint.sdc <==
current_design csa

set clk_period 1.2
set clk_io_pct 0.2

create_clock -name clk0 -period $clk_period

set non_clock_inputs [all_inputs -no_clocks]
set_input_delay [expr $clk_period * $clk_io_pct] -clock clk0 $non_clock_inputs
set_output_delay [expr $clk_period * $clk_io_pct] -clock clk0 [all_outputs]
==> flow/design.v <==
module csa (a, b, c, s, cout);
  parameter integer width = 16;
  input  [width-1:0] a;
  input  [width-1:0] b;
  input  [width-1:0] c;
  output [width-1:0] s;
  output [width-1:0] cout;
  assign s    = a^b^c;
  assign cout = (a&b) | (b&c) | (c&a);
endmodule
module csha (a, b, s, cout);
  parameter integer width = 16;
  input  [width-1:0] a;
  input  [width-1:0] b;
  output [width-1:0] s;
  output [width-1:0] cout;
  assign s    = a^b;
  assign cout = (a&b);
endmodule
==> out/metrics.cfg <==
[global_routing]
grt_pass1_wl_mm=3.05
antenna_found_initial=0
grt_pass1_vias=589
grt_use_total_pct=4.36
grt_overflow_total=0
grt_max_degree=2

[yosys]
avgSynthCellArea_sq_um=20.0
ys_seq_share_pct=0
syn_inst=16
ys_warn_count=0
synth_top_area_share_pct=100
syn_area_sq_um=320
synth_cell_type_count=1
ys_cells=16
yosysTopAreaCell=fa_1
ys_area_sq_um=320
area_leaders=fa_1 100%

[layout]
layout_top_cell=buf_2
final_core_util_pct=19.8
area_growth_pct=221
final_cell_mix=43 x buf_2, 22 x buf_6, 8 x fa_1, 8 x fa_2, 7 x clkdlybuf4s15_1
flop-count=0
drive_gt1_share_pct=78.1
regArea_sq_um=0
clkbuf_count=0

[worst_setup_path]
worstPathArrival_ps=980
crit_start=c[8]
slowest_stage=fa_2
path_cells=buf_6 -> fa_2 -> buf_2
critPathMaxStageDelay_ps=540
cp-start-kind=input pin
path_class=in2out
critPathRequiredTime_ps=960
path_buffers=2
critPathCaptureType=output pin
critPathMaxFanout=1
cp_top_family=adder cells

[pwr]
powerDensity_nw_per_um2=327
ir_drop_mv=0.0898
power.total_w=0.000337
p_leak_nw=0.485

[floorplan]
dieArea_sq_um=8840
fp-utilization_pct=6.15
die.size.y_microns=94
rows=26
ioPinCount=80
core_area_sq_um=5200
fp.dieW_microns=94

[route]
routed_wl_mm=2.11
detail-route-antenna-nets=0
wl_per_cell_microns=12.7
diodes=0
dr.first_iter.drc_count=0
drc_errors=0
viasPerCell=2.92
firstDrtPassIters=1
dr_total_vias=484

[timing]
setup_ws_ps=-20.8
final-max-slew-violation-count=0
setup_violations=8
worstMarginPinSlew_ps=83.1
period_used_pct=102
final-hold-violation-count=0
period_needed_ps=1220
slew_headroom_pct=94.5
timing.fmax_mhz=819
rsz0062_at_grt=true

[flow_run]
maxCapViolCount=0
tool_warnings=34

[worst_hold_path]
hp-start=a[14]
hold_class=in2out

[outcome]
status=finished with violations
violations=setup timing

[place]
place.gp.congestion=0.690
portBuffers=80

[cells by family after synthesis]
| logic type | synth area share, % |
|---|---|
| fa+ha+maj | 100 |
[layer usage]
layer,global-route usage (%),part of all wire (%)
met5,0,0
met4,0,0
met3,2.75,18
met2,7.03,43
met1,5.14,39
[synth_stat cells]
| cell type | instances |
|---|---|
| fa_1 | 16 |
[cell type report]
cell class | instances | area, sq um
fill | 602 | 4180
timing repair buffer | 80 | 602
multi-input combinational | 16 | 340
tap | 70 | 87.6
[per-stage QoR]
stage               hold WS (ps)  worst slack (ps)  cells  TNS (ps)  area [sq um]
global route                 788             -47.6    166      -392          1030
finish                       770             -20.8    166     -95.5          1030
global placement            1570              -775    166    -20790          1210
detailed placement          1560              -775    166    -20830          1210
floorplan                    583               233     16         0           320
CTS                          788             -36.1    166      -193           983
[power breakdown]
group | leakage, nW | total, W | internal [W] | switching [W]
Clock | 0 | 0 | 0 | 0
Sequential | 0 | 0 | 0 | 0
Combinational | 0.485 | 0.000337 | 0.000234 | 0.000103
[final timing paths]
check | endpoint | slack [ps] | depth (start not counted)
max | s[8] | -20 | 3
min | s[14] | 770 | 3
[repair_timing]
action,4_1_cts,5_1_grt
setup endpoints to repair,32,21
hold buffers,0,0
resized,291,10
buffers inserted,0,0
pin swaps,15,7
Power is estimated from default activity; no workload was simulated.
